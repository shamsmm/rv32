$ cat /design/flow/run.sh
#!/bin/bash
# OpenROAD 26Q1-2900-gdf79404cd8, Yosys 0.63+post, stock flow scripts
make -C /OpenROAD-flow-scripts/flow DESIGN_CONFIG=/design/flow/config.mk WORK_HOME=/design/flow/orfs finish
$ cat /design/flow/config.mk
export PLATFORM = sky130hd
export DESIGN_NAME = alu
export DESIGN_NICKNAME = alu
export VERILOG_FILES = /design/flow/design.v
export SDC_FILE = /design/flow/constraint.sdc
export NUM_CORES = 4
export LEC_CHECK = 1
export CORE_UTILIZATION = 50
$ cat /design/flow/constraint.sdc
current_design alu

set clk_period 25.4
set clk_io_pct 0.2

create_clock -name clk0 -period $clk_period

set non_clock_inputs [all_inputs -no_clocks]
set_input_delay [expr $clk_period * $clk_io_pct] -clock clk0 $non_clock_inputs
set_output_delay [expr $clk_period * $clk_io_pct] -clock clk0 [all_outputs]
$ cat /design/flow/design.v
package instructions;
typedef struct packed {
    bit [31:25] funct7;
    bit [24:20] rs2;
    bit [19:15] rs1;
    bit [14:12] funct3;
    bit [11:7] rd;
    bit [6:0] opcode;
} rtype;
typedef struct packed {
    bit [31:20] imm;
    bit [19:15] rs1;
    bit [14:12] funct3;
    bit [11:7] rd;
    bit [6:0] opcode;
} itype;
typedef struct packed {
    bit [31:25] imm_b11_5;
    bit [24:20] rs2;
    bit [19:15] rs1;
    bit [14:12] funct3;
    bit [11:7] imm_b4_0;
    bit [6:0] opcode;
} stype;
typedef struct packed {
    bit imm_b12;
    bit [30:25] imm_b10_5;
    bit [24:20] rs2;
    bit [19:15] rs1;
    bit [14:12] funct3;
    bit [11:8] imm_b4_1;
    bit imm_b11;
    bit [6:0] opcode;
} btype;
typedef struct packed {
    bit [31:12] imm;
    bit [11:7] rd;
    bit [6:0] opcode;
} utype;
typedef struct packed {
    bit imm_b20;
    bit [30:21] imm_b10_1;
    bit imm_b11;
    bit [19:12] imm_b19_12;
    bit [11:7] rd;
    bit [6:0] opcode;
} jtype;
typedef struct packed {
    bit SD;
    bit [30:25] WPRI0;
    bit SDT;
    bit SPELP;
    bit TSR;
    bit TW;
    bit TVM;
    bit MXR;
    bit SUM;
    bit MPRV;
    bit [1:0] XS;
    bit [1:0] FS;
    bit [1:0] MPP;
    bit [1:0] VS;
    bit SPP;
    bit MPIE;
    bit UBE;
    bit SPIE;
    bit WPRI1;
    bit MIE;
    bit WPRI2;
    bit SIE;
    bit WPRI3;
} mstatus_t;
typedef struct packed {
    bit [31:2] base;
    bit [1:0] mode;
} mtvec_t;
typedef struct packed {
    bit interr;
    bit [30:0] code;
} mcause_t;
typedef struct packed {
    bit [31:14] _zero_31_14;
    bit LCOFIP;
    bit _zero_12;
    bit MEIP;
    bit _zero_10;
    bit SEIP;
    bit _zero_8;
    bit MTIP;
    bit _zero_6;
    bit STIP;
    bit _zero_4;
    bit MSIP;
    bit _zero_2;
    bit SSIP;
    bit _zero_0;
} mip_t;
typedef struct packed {
    bit [31:14] _zero_31_14;
    bit LCOFIE;
    bit _zero_12;
    bit MEIE;
    bit _zero_10;
    bit SEIE;
    bit _zero_8;
    bit MTIE;
    bit _zero_6;
    bit STIE;
    bit _zero_4;
    bit MSIE;
    bit _zero_2;
    bit SSIE;
    bit _zero_0;
} mie_t;
typedef struct packed {
    bit [31:28] xdebugver;  
    bit [27:16] _27_16;
    bit ebreakm;  
    bit _14;
    bit ebreaks;
    bit ebreaku;
    bit stepie;
    bit stopcount;
    bit stoptime;
    bit [8:6] cause;
    bit _5;
    bit mprven;
    bit nmip;
    bit step;
    bit [1:0] prv;
} dcsr_t;
typedef enum logic [1:0] {M = 2'b11, S = 2'b01, U = 2'b00} privilege_t;
typedef struct packed {
    logic haltreq;
    logic resumereq;
    logic hartreset;
    logic ackhavereset;
    logic _27;
    logic hasel;  
    logic [25:16] hartsello;
    logic [15:6] hartselhi;  
    logic [5:4] _5_4;
    logic setresethaltreq;
    logic clrresethaltreq;
    logic ndmreset;
    logic dmactive;
} dmcontrol_t;
typedef struct packed {
    logic [31:29] _31_29;
    logic [28:24] progbufsize;  
    logic [23:13] _23_13;
    logic busy;
    logic _11;
    logic [10:8] cmderr;
    logic [7:4] _7_4;
    logic [3:0] datacount;  
} abstractcs_t;
typedef struct packed {
    logic [31:24] cmdtype;
    logic [23:0] control;
} command_t;
typedef struct packed {
    logic _23;
    logic [22:20] aarsize;
    logic aarpostincrement;
    logic postexec;
    logic transfer;
    logic write;
    logic [15:0] regno;
} access_register_command_control_t;
typedef struct packed {
    logic aamvirtual;  
    logic [22:20] aamsize;
    logic aampostincrement;
    logic [18:17] _18_17;
    logic write;
    logic [15:14] _target_specific;
    logic [13:0] _13_0;
} access_memory_command_control_t;
typedef struct packed {
    logic [31:29] sbversion;  
    logic [28:23] _28_23;
    logic sbbusyerror;
    logic sbbusy;
    logic sbreadonaddr;
    logic [19:17] sbaccess;
    logic sbautoincrement;
    logic sbreadondata;
    logic [14:12] sberror;
    logic [11:5] sbasize;  
    logic sbaccess128;
    logic sbaccess64;
    logic sbaccess32;  
    logic sbaccess16;
    logic sbaccess8;
} sbcs_t;
typedef struct packed {
    logic [31:23] _31_23;
    logic impebreak;
    logic [21:20] _21_20;
    logic allhavereset;
    logic anyhavereset;
    logic allresumeack;
    logic anyresumeack;
    logic allnonexistent;
    logic anynonexistent;
    logic allunavail;
    logic anyunavail;
    logic allrunning;
    logic anyrunning;
    logic allhalted;
    logic anyhalted;
    logic authenticated;
    logic authbusy;
    logic hasresethaltreq;
    logic confstrptrvalid;
    logic [3:0] version;
} dmstatus_t;
typedef struct packed {
    logic [31:24] _31_24;
    logic [23:20] nscratch;
    logic [19:17] _19_17;
    logic dataaccess;
    logic [15:12] datasize;
    logic [11:0] dataaddr;
} hartinfo_t;
typedef struct packed {
    logic [32-1:32-2] mxl;
    logic [32-3:26] _;
    logic [25:0] extensions;
} misa_t;
endpackage
module alu (
    input logic [31:0] in1,
    input logic [31:0] in2,
    input logic [4:0] shamt,
    input logic use_shamt,
    output logic[31:0] out,
    output logic carry,
    output logic negative,
    output logic zero,
    output logic overflow,
    input logic [14:12] funct3,
    input logic [31:25] funct7
);
assign negative = out[31];
assign zero = out == 0;
assign overflow = (in1[31] == in2[31]) && (in1[31] != out[31]);
always_comb begin
    out = 0;
    carry = 0;
    case(funct7)
        7'b0000000: begin
            case(funct3)
                3'b000: {carry, out} = 33'(in1) + in2;  
                3'b001: out = !use_shamt ? in1 << in2 : in1 << shamt ;  
                3'b010: out = {{31{1'b0}}, $signed(in1) < $signed(in2)};  
                3'b011: out = {{31{1'b0}}, in1 < in2};  
                3'b100: out = in1 ^ in2;  
                3'b101: out = !use_shamt ? in1 >> in2 : in1 >> shamt;  
                3'b110: out = in1 | in2;  
                3'b111: out = in1 & in2;  
            endcase
        end
        7'b0100000: begin
            case(funct3)
                3'b000: {carry, out} = 33'(in1) - in2;  
                3'b101: out = !use_shamt ? in1 >>> in2 : in1 >>> shamt;  
            endcase
        end
        default: begin
            out = 0; 
            carry = 0;
        end
    endcase
end
endmodule
==> Slide: Implementation Results <==
Key Metrics from the Run

Cells and area
  • Final sequential cell count: 0
  • Fraction of final layout cells with drive strength greater than 1: 8.19%
  • Area delta synth->final: 13.5%
  • Final Non-Filler Cells: 1,667
  • Filler instances: 1,765
  • Number of clock buffer instances in the layout: 0
  • Sequential cell area: 0 um2

Clock network
  • Post-cts repair resize count: 0
  • Number of setup buffers added after CTS: 0
  • Number of buffers inserted by hold repair at cts: 0

Detailed routing
  • Total wire length: 48,300 um
  • Via Count: 12,400
  • First-pass iteration count of the detailed router: 7
  • Antenna-violating nets left: 0
  • Remaining DRCs: 0
  • WL/cell: 29.0 um
  • Avg Vias per Cell: 7.42
  • Violation count after the first detailed-routing iteration: 1,830

Pwr
  • Static Leakage: 4.33 nW
  • Share of total power consumed by net switching: 63.1%
  • Power per Cell Area: 23.3 nW/um2
  • Largest vdd supply drop: 0.0154 mV
  • Net switching power of the design: 0.161 mW
  • Cell-internal power: 0.0942 mW

Synthesis
  • Yosys top cell by area: ha_1
  • Cells after synthesis: 1,368
  • Sequential element share of the synthesized area: 0%
  • Cell total in the yosys stat output: 1,368
  • Main area contributors: ha_1 12%, mux4_2 12%, mux2i_1 6.3%, a21oi_1 5.7%, nand2_1 4.7%
  • Share of the synthesized area in the top cell type: 12.5%
  • Number of synthesis warnings: 1
  • Synthesized cell area: 9640 um2
  • Most numerous cell in the Yosys netlist: nand2_1
  • Commonest cells in the netlist: 120 x nand2_1, 112 x nor2_1, 109 x a21oi_1
  • Average cell area after synthesis: 7.05 um2
  • Yosys-reported design area after synthesis: 9640 um2
  • Count of distinct cell types in the synthesized netlist: 83

Final timing
  • Fraction of the cycle the final worst path needs: 64.9%
  • Setup TNS Final: 0 ns
  • Maximum operating frequency: 60.6 MHz
  • Setup repair after global routing missed its margin: false
  • Min Clock Period, post-route: 16.50 ns
  • Final worst slack: 8.90 ns
  • Relative slew margins: 29.3%
  • Total count of hold-check failures in the final report: 0
  • Final Slew Violations: 0
  • Final number of setup-violating endpoints: 0
  • Worst-Margin Slew: 1.03 ns

Die
  • Number of placement rows: 50
  • FP Util: 51.2%
  • Core Footprint: 18,800 um2
  • Die W: 141 um
  • Height of the die: 141 um
  • Die ar.: 19,800 um2
  • Number of top-level pins: 116

Worst setup path
  • Endpoint of the worst setup timing path: zero
  • Largest driver fanout on the critical path: 13
  • WP data arrival: 11.42 ns
  • Crit path launch: in1[13]
  • Required arrival time at the worst endpoint: 20.32 ns
  • Crit Path Category: input port to primary output
  • Type of element launching the critical path: input port
  • Worst Setup End Kind: primary output

Place
  • Placed insts: 1,665
  • Count of port buffers added during placement: 116
  • Last weighted congestion value of the routability-driven placer: 1.13
  • Dpl hpwl: 37,400 um
  • Placement Setup Slack: 9.16 ns

Global route
  • Antenna violations before repair: 2
  • Maximum number of pins on one net before global-route repair: 62
  • Total gr overflow: 0
  • Global-route wire length before repair: 72,400 um
  • Vias in the first global route: 11,500
  • Total routing usage reported by global routing: 50.1%

Worst hold path
  • Path category of the worst min-delay check: input port to primary output

Status
  • Result of the run: complete, no violations

Flow run
  • Count of warning messages emitted by the tools: 97
  • Count of maximum capacitance violations: 0
==> cell families (layout without fill, tap and decap cells) <==
group	after synthesis	in the layout	share of synthesized area, %
and+or+nand+nor	430	430	21.4
buffers and inverters	204	241	8.60
muxes	123	123	19.9
adders and majority gates	98	98	12.9
other	0	2	0
AOI/OAI and AO/OA	470	470	33.4
xor gates and xnor gates	43	43	3.91
==> critical path, stage by stage <==
cell             delay (ns)
clkdlybuf4s50_1        0.89
inv_1                  0.30
ha_1                   0.51
clkinv_1               0.30
a2111oi_0              0.96
o2111ai_1              0.31
o21ai_0                0.54
nor2b_1                0.31
xnor2_1                0.22
o21ai_0                0.12
a32o_1                 0.23
or4_1                  0.52
nor4b_2                0.33
nand4_1                0.15
nor4_2                 0.14
clkdlybuf4s50_1        0.50
==> worst min path at each step <==
stage | slack (ns) | from | depth (start not counted) | end
global route | 11.59 | funct7[31] | 5 | out[17]
CTS | 11.51 | funct3[12] | 6 | out[4]
finish | 11.53 | funct3[12] | 6 | out[4]
==> cells in the final DEF (no fill, tap or decap), types with 9 or more instances in the layout <==
| cell | count |
|---|---|
| a31oi_1 | 19 |
| a21oi_1 | 109 |
| o21ai_0 | 75 |
| nand2b_1 | 16 |
| o31ai_1 | 9 |
| a21o_1 | 13 |
| nand4_1 | 15 |
| nand3_1 | 37 |
| or3_1 | 9 |
| buf_4 | 30 |
| o21bai_1 | 16 |
| ha_1 | 96 |
| nor2b_1 | 13 |
| a211o_1 | 21 |
| nor2_1 | 112 |
| a211oi_1 | 25 |
| mux2i_1 | 58 |
| inv_1 | 93 |
| and3_1 | 10 |
| nor4_1 | 25 |
| o22ai_1 | 26 |
| nand2_1 | 120 |
| o221ai_1 | 13 |
| clkdlybuf4s50_1 | 115 |
| o211ai_1 | 37 |
| xnor2_1 | 36 |
| nor3_1 | 38 |
| a221oi_1 | 10 |
| mux4_2 | 51 |
==> layout make-up <==
type | instances | area, um2 | share of cell area [%]
inverter | 95 | 357 | 3.26
multi-input combinational | 1164 | 8880 | 81.1
antenna | 2 | 5.00 | 0.0457
tap | 260 | 325 | 2.97
timing repair buffer | 146 | 1380 | 12.6
==> stage by stage <==
| stage | power, mW | cell area [um2] | hold WS, ns | util (%) |
|---|---|---|---|---|
| 5_1_grt | 0.268 | 10900 | 11.59 | 58.1 |
| 6_report | 0.255 | 10900 | 11.53 | 58.1 |
| 2_1_floorplan | 0.161 | 9640 | 10.33 | - |
| 3_3_place_gp | 0.243 | 10900 | 11.49 | 58.1 |
| 4_1_cts | 0.243 | 10900 | 11.51 | 58.1 |
| 3_5_place_dp | 0.242 | 10900 | 11.51 | 58.1 |
==> layer usage <==
layer	vias to the layer above	routed length (um)	track usage [%]
met5	-	93	1.00
met3	267	8260	22.2
met4	2	3320	23.3
met1	5633	17700	67.2
li1	5334	-	-
met2	1126	18900	69.1
==> power groups by stage <==
| stage | combinational [mW] | sequential, mW | clock (mW) |
|---|---|---|---|
| after CTS | 0.243 | 0 | 0 |
| after global routing | 0.268 | 0 | 0 |
Power is estimated from default activity; no workload was simulated.
