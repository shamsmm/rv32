==> flow/design.v <==
package instructions;
typedef struct packed {
    bit [31:25] funct7;
    bit [24:20] rs2;
    bit [19:15] rs1;
    bit [14:12] funct3;
    bit [11:7] rd;
    bit [6:0] opcode;
} rtype;
typedef struct packed {
    bit [31:20] imm;
    bit [19:15] rs1;
    bit [14:12] funct3;
    bit [11:7] rd;
    bit [6:0] opcode;
} itype;
typedef struct packed {
    bit [31:25] imm_b11_5;
    bit [24:20] rs2;
    bit [19:15] rs1;
    bit [14:12] funct3;
    bit [11:7] imm_b4_0;
    bit [6:0] opcode;
} stype;
typedef struct packed {
    bit imm_b12;
    bit [30:25] imm_b10_5;
    bit [24:20] rs2;
    bit [19:15] rs1;
    bit [14:12] funct3;
    bit [11:8] imm_b4_1;
    bit imm_b11;
    bit [6:0] opcode;
} btype;
typedef struct packed {
    bit [31:12] imm;
    bit [11:7] rd;
    bit [6:0] opcode;
} utype;
typedef struct packed {
    bit imm_b20;
    bit [30:21] imm_b10_1;
    bit imm_b11;
    bit [19:12] imm_b19_12;
    bit [11:7] rd;
    bit [6:0] opcode;
} jtype;
typedef struct packed {
    bit SD;
    bit [30:25] WPRI0;
    bit SDT;
    bit SPELP;
    bit TSR;
    bit TW;
    bit TVM;
    bit MXR;
    bit SUM;
    bit MPRV;
    bit [1:0] XS;
    bit [1:0] FS;
    bit [1:0] MPP;
    bit [1:0] VS;
    bit SPP;
    bit MPIE;
    bit UBE;
    bit SPIE;
    bit WPRI1;
    bit MIE;
    bit WPRI2;
    bit SIE;
    bit WPRI3;
} mstatus_t;
typedef struct packed {
    bit [31:2] base;
    bit [1:0] mode;
} mtvec_t;
typedef struct packed {
    bit interr;
    bit [30:0] code;
} mcause_t;
typedef struct packed {
    bit [31:14] _zero_31_14;
    bit LCOFIP;
    bit _zero_12;
    bit MEIP;
    bit _zero_10;
    bit SEIP;
    bit _zero_8;
    bit MTIP;
    bit _zero_6;
    bit STIP;
    bit _zero_4;
    bit MSIP;
    bit _zero_2;
    bit SSIP;
    bit _zero_0;
} mip_t;
typedef struct packed {
    bit [31:14] _zero_31_14;
    bit LCOFIE;
    bit _zero_12;
    bit MEIE;
    bit _zero_10;
    bit SEIE;
    bit _zero_8;
    bit MTIE;
    bit _zero_6;
    bit STIE;
    bit _zero_4;
    bit MSIE;
    bit _zero_2;
    bit SSIE;
    bit _zero_0;
} mie_t;
typedef struct packed {
    bit [31:28] xdebugver;  
    bit [27:16] _27_16;
    bit ebreakm;  
    bit _14;
    bit ebreaks;
    bit ebreaku;
    bit stepie;
    bit stopcount;
    bit stoptime;
    bit [8:6] cause;
    bit _5;
    bit mprven;
    bit nmip;
    bit step;
    bit [1:0] prv;
} dcsr_t;
typedef enum logic [1:0] {M = 2'b11, S = 2'b01, U = 2'b00} privilege_t;
typedef struct packed {
    logic haltreq;
    logic resumereq;
    logic hartreset;
    logic ackhavereset;
    logic _27;
    logic hasel;  
    logic [25:16] hartsello;
    logic [15:6] hartselhi;  
    logic [5:4] _5_4;
    logic setresethaltreq;
    logic clrresethaltreq;
    logic ndmreset;
    logic dmactive;
} dmcontrol_t;
typedef struct packed {
    logic [31:29] _31_29;
    logic [28:24] progbufsize;  
    logic [23:13] _23_13;
    logic busy;
    logic _11;
    logic [10:8] cmderr;
    logic [7:4] _7_4;
    logic [3:0] datacount;  
} abstractcs_t;
typedef struct packed {
    logic [31:24] cmdtype;
    logic [23:0] control;
} command_t;
typedef struct packed {
    logic _23;
    logic [22:20] aarsize;
    logic aarpostincrement;
    logic postexec;
    logic transfer;
    logic write;
    logic [15:0] regno;
} access_register_command_control_t;
typedef struct packed {
    logic aamvirtual;  
    logic [22:20] aamsize;
    logic aampostincrement;
    logic [18:17] _18_17;
    logic write;
    logic [15:14] _target_specific;
    logic [13:0] _13_0;
} access_memory_command_control_t;
typedef struct packed {
    logic [31:29] sbversion;  
    logic [28:23] _28_23;
    logic sbbusyerror;
    logic sbbusy;
    logic sbreadonaddr;
    logic [19:17] sbaccess;
    logic sbautoincrement;
    logic sbreadondata;
    logic [14:12] sberror;
    logic [11:5] sbasize;  
    logic sbaccess128;
    logic sbaccess64;
    logic sbaccess32;  
    logic sbaccess16;
    logic sbaccess8;
} sbcs_t;
typedef struct packed {
    logic [31:23] _31_23;
    logic impebreak;
    logic [21:20] _21_20;
    logic allhavereset;
    logic anyhavereset;
    logic allresumeack;
    logic anyresumeack;
    logic allnonexistent;
    logic anynonexistent;
    logic allunavail;
    logic anyunavail;
    logic allrunning;
    logic anyrunning;
    logic allhalted;
    logic anyhalted;
    logic authenticated;
    logic authbusy;
    logic hasresethaltreq;
    logic confstrptrvalid;
    logic [3:0] version;
} dmstatus_t;
typedef struct packed {
    logic [31:24] _31_24;
    logic [23:20] nscratch;
    logic [19:17] _19_17;
    logic dataaccess;
    logic [15:12] datasize;
    logic [11:0] dataaddr;
} hartinfo_t;
typedef struct packed {
    logic [32-1:32-2] mxl;
    logic [32-3:26] _;
    logic [25:0] extensions;
} misa_t;
endpackage
module rf(
    input logic [19:15] rs1,
    input logic [24:20] rs2,
    input logic [11:7] rd,
    input logic wr,
    input logic [31:0] wrdata,
    input logic clk,
    input logic rst_n,
    output logic [31:0] r1,
    output logic [31:0] r2
);
logic [31:0] data [1:31];
assign r1 = (rs1 == 0) ? 32'b0 : data[rs1];
assign r2 = (rs2 == 0) ? 32'b0 : data[rs2];
always_ff @(posedge clk or negedge rst_n)
    if (!rst_n)
        for(int i = 1; i < 32; i++)
            data[i] <= 32'b0;
    else
        if (wr && rd != 0)
            data[rd] <= wrdata;
endmodule
==> flow/run.sh <==
#!/bin/bash
# OpenROAD 26Q1-2900-gdf79404cd8, Yosys 0.63+post, stock flow scripts
make -C /OpenROAD-flow-scripts/flow DESIGN_CONFIG=/design/flow/config.mk WORK_HOME=/design/flow/orfs finish
==> flow/config.mk <==
export PLATFORM = sky130hd
export DESIGN_NAME = rf
export DESIGN_NICKNAME = rf
export VERILOG_FILES = /design/flow/design.v
export SDC_FILE = /design/flow/constraint.sdc
export NUM_CORES = 4
export LEC_CHECK = 1
export CORE_UTILIZATION = 40
==> flow/constraint.sdc <==
current_design rf

set clk_period 10.8
set clk_io_pct 0.2

create_clock -name clk0 -period $clk_period [get_ports {clk}]

set non_clock_inputs [all_inputs -no_clocks]
set_input_delay [expr $clk_period * $clk_io_pct] -clock clk0 $non_clock_inputs
set_output_delay [expr $clk_period * $clk_io_pct] -clock clk0 [all_outputs]
==> run_results.csv <==
group,metric,value,unit
global_route,grt_pass1_vias,47600,
layout,top_regs,"data (992)",
setup_path,cp.required,8.64,ns
synthesis,ys_cells,4998,
layout,num-fill-cells,12000,
setup_path,r2r_cells,1,
layout,largest_reg_flops,992,
clock_tree,cts_setup_buffers,0,
layout,lay_top_cells,"nand3_1 (1133), mux2_2 (996), dfrtp_1 (992)",
synthesis,top_area_cell,"dfrtp_1",
power,clkPwrFrac,0.381,
synthesis,synth_cells,4998,
global_route,antenna_found_initial,20,
layout,drive_gt1_frac,0.303,
synthesis,ys_seq_share,0.468,
clock_tree,clock_tree.root_cell,"clkbuf_16",
global_route,overflow,0,
floorplan,dieArea,134000,µm²
timing,finalCritPeriodShare,0.810,
setup_path,end_kind,"output pin",
global_route,grt_usage,0.404,
power,vdd_drop_max,142,µV
worst_hold_path,whs_path_depth,1,
floorplan,pin_count,114,
timing,finClkSkew,0,ns
global_route,grt_max_degree,124,
setup_path,path_max_fanout,45,
setup_path,path_cells,"buf_2, buf_4, and2_4, buf_4, buf_4, and3_1, a2111oi_0, and4_1, a31oi_1, clkdlybuf4s50_1",
synthesis,synth_flops,992,
detailed_routing,drc,0,
clock_tree,cts_buffers,112,
synthesis,synth.avg_cell_area,10.6,µm²
floorplan,num_rows,133,
placed_design,dp.cells,6520,
synthesis,yosys_warnings,2,
detailed_routing,routed_via_density,7.26,
power,combPwrFrac,0.152,
setup_path,slowest_stage,"buf_4",
timing,whs,0.524,ns
layout,largest_register,"data",
timing,period_minus_slack,8.74,ns
floorplan,fp.dieH,366,µm
clock_tree,cts_tree,"yes",
timing,setup_ws,2.06,ns
floorplan,fp-utilization,0.403,
timing,fmax,114,MHz
power,p_switching,3.15,mW
clock_tree,hold_buffers,0,
timing,tns,0,ns
synthesis,synthTopCellsByArea,"dfrtp_1 (47%), mux2_2 (21%), nand3_1 (11%), nand4_1 (3.4%), a22oi_1 (2.2%)",
placed_design,hpwlAfterDp,152,mm
synthesis,yosys.cell_types.count,75,
detailed_routing,drt_iter0_markers,5995,
power,p_int,7.76,mW
setup_path,startpoint_type,"input port",
layout,area_growth,13.1,%
layout,mostFrequentLayoutCell,"nand3_1",
clock_tree,path_clk_slew,0.06,ns
worst_hold_path,hold_class,"flop to flop",
power,power_density,182,nW/µm²
power,p_leak,25.5,nW
clock_tree,clk_path_buf_depth,3,
detailed_routing,num_vias,48900,
power,swShare,0.289,
power,sequentialPowerShare,0.467,
timing,worst_pin_slew,1.24,ns
floorplan,core_area,132000,µm²
placed_design,port_buffers,113,
timing,slew_violations,0,
detailed_routing,antenna_left,0,
clock_tree,clk_latency,0.73,ns
detailed_routing,first_pass_iters,9,
flow_run,warnings,37,
setup_path,criticalPathCategory,"input port to output pin",
synthesis,ff_type,"dfrtp_1",
placed_design,routabilityCongestion,1.03,
detailed_routing,wl_per_cell,39.2,µm
clock_tree,h-tree-depth,3,
layout,final_cells,6739,
synthesis,syn_area,53100,µm²
global_route,grt_pass1_wl,369,mm
setup_path,worstPathArrival,6.58,ns
synthesis,async_reset_ff_frac,1.00,
detailed_routing,wirelength,264,mm
clock_tree,ctsResizeCount,0,
setup_path,crit_top_cell,"buf_4",
timing,finalSetupViolations,0,
timing,hold_viol,0,
synthesis,edf_count,0,
floorplan,dieWidth,366,µm
synthesis,top_cell_area_share,0.468,
synthesis,yosysChipArea,53100,µm²
setup_path,slowest_delay,0.73,ns
timing,rsz0062_at_grt,"no",
clock_tree,cts_num_sinks,992,
timing,timing.slew.headroom,0.177,
placed_design,post-place-ws,2.35,ns
outcome,status,"complete, no violations",
flow_run,max-cap-violations,0,
## routing by layer
metal	track usage	up-vias	share of wire
met5	0	-	0.0019
met4	0.277	40	0.091
met3	0.234	1402	0.17
met2	0.528	4348	0.40
met1	0.505	24400	0.34
li1	-	18800	-
## kinds of logic after synthesis
kind of cell,synth area share
AND-OR/OR-AND,0.0714
buffers and inverters,0.0479
flip-flops,0.468
multiplexers,0.215
AND/OR/NAND/NOR,0.198
## final timing paths
check,from,endpoint,slack (ns)
setup / recovery,rs1[16],r1[31],2.06
hold / removal,data[24][12],data[24][12],0.52
setup reg to reg,data[26][2],data[26][2],9.87
hold reg to reg,data[24][12],data[24][12],0.52
max in group asynchronous,rst_n,data[14][10],6.68
min in group asynchronous,rst_n,data[8][24],1.45
## metrics by stage
step	utilization	power [mW]	instance area, µm²
5_1_grt	0.456	11.2	60000
3_5_place_dp	0.426	6.73	56000
4_1_cts	0.456	10.8	60000
3_3_place_gp	0.426	6.70	56000
2_1_floorplan	-	5.89	53100
6_report	0.456	10.9	60100
## critical path: cells and delay by family
family / cells / cell delay [ns]
AOI/OAI and AO/OA: 2 / 0.60
and+or+nand+nor: 3 / 1.11
buffers and inverters: 5 / 2.55
## synth_stat cells, drive strengths merged (7+ instances only)
library cell	count
nand3b	10
and4	27
nor3	28
o21ai	11
mux2i	14
nand2	57
a221o	29
a2111oi	35
nor2b	14
a31oi	53
mux2	999
a21oi	107
nor2	44
nand2b	11
and3b	11
dfrtp	992
buf	307
a221oi	7
nand4	290
a222oi	20
and3	132
clkbuf	268
nor4	76
nor3b	13
a32oi	8
a22oi	156
nor4bb	8
a22o	39
and2	29
nand3	1135
o31a	7
## final cells by class
| class | count | area (µm²) | area share |
|---|---|---|---|
| clock buffers | 161 | 3270 | 0.0544 |
| clock inverters | 44 | 701 | 0.0117 |
| repair buffers | 342 | 2950 | 0.0491 |
| multi-input cells | 3429 | 26100 | 0.434 |
| inverters | 2 | 7.51 | 0.000125 |
| well taps | 1755 | 2200 | 0.0366 |
| flip-flops and latches | 992 | 24800 | 0.413 |
| diodes | 14 | 35.0 | 0.000583 |
## power by group through the flow
stage | clock network (mW) | logic [mW] | registers, mW
CTS | 4.16 | 1.62 | 5.07
global route | 4.31 | 1.74 | 5.17
finish | 4.16 | 1.66 | 5.10
Power figures rest on the tool's default switching activity, not on a simulated workload.
